[design.v]
module priority_enc_8x3(a,b,v); 
	input [7:0]a;
	output reg [2:0]b;
	output reg v;
	always @(*) begin 
		v = 1;
		b = 3'bXXX;
		if(a == 8'b00000001) b = 3'b000;
		else if (a[7] == 0 & a[6] == 0 & a[5] == 0 & a[4] == 0 & a[3] == 0 & a[2] == 0 & a[1] == 1) b=3'b001;
		else if (a[7] == 0 & a[6] == 0 & a[5] == 0 & a[4] == 0 & a[3] == 0 & a[2] == 1) b=3'b010;
		else if (a[7] == 0 & a[6] == 0 & a[5] == 0 & a[4] == 0 & a[3] == 1) b=3'b011;
		else if (a[7] == 0 & a[6] == 0 & a[5] == 0 & a[4] == 1) b=3'b100;
		else if (a[7] == 0 & a[6] == 0 & a[5] == 1) b=3'b101;
		else if (a[7] == 0 & a[6] == 1) b=3'b110;
		else if (a[7] == 1) b = 3'b111;
		else v = 0;
	end 
endmodule  
[run.sh]
#!/bin/bash
# OpenROAD 26Q1-2900-gdf79404cd8, Yosys 0.63+post, stock flow scripts
make -C /OpenROAD-flow-scripts/flow DESIGN_CONFIG=/design/flow/config.mk WORK_HOME=/design/flow/orfs finish
[config.mk]
export PLATFORM = sky130hd
export DESIGN_NAME = priority_enc_8x3
export DESIGN_NICKNAME = priority_enc_8x3
export VERILOG_FILES = /design/flow/design.v
export SDC_FILE = /design/flow/constraint.sdc
export NUM_CORES = 4
export LEC_CHECK = 1
export CORE_AREA = 10 10 70 70
export DIE_AREA = 0 0 80 80
[constraint.sdc]
current_design priority_enc_8x3

set clk_period 2.1
set clk_io_pct 0.2

create_clock -name clk0 -period $clk_period

set non_clock_inputs [all_inputs -no_clocks]
set_input_delay [expr $clk_period * $clk_io_pct] -clock clk0 $non_clock_inputs
set_output_delay [expr $clk_period * $clk_io_pct] -clock clk0 [all_outputs]
==> results_slide.txt <==
Synthesis and Place & Route Summary

Run status
  • Status: complete, no violations

Detailed routing
  • Residual DRC: 0
  • Routed WL per cell: 6.55 µm
  • Via density: 2.21
  • DR vias: 161
  • Routed Antenna Nets: 0
  • Antenna diodes: 0
  • Drt pass-1 iters: 2
  • Routed wire length: 478 µm
  • DRT iter0 DRCs: 3

Die
  • Die Y: 80 µm
  • Die extent in x: 80 µm
  • Io pins: 12
  • Site Rows: 21
  • Die Area: 0.00640 mm²
  • Starting Density: 0.0249
  • Placeable Area: 0.00342 mm²

Finish
  • Area Growth Syn to Fin: 229%
  • Top Layout Cells: dlygate4sd2_1, nor2_1, a21oi_1, clkdlybuf4s50_1
  • Logic area: 100 µm²
  • Register area: 0 µm²
  • Share of cells above drive strength 1: 0.148
  • FILL cells: 403
  • Flip-flops: 0
  • Commonest Layout Cell: dlygate4sd2_1
  • CLK BUF: 0
  • Post-layout util: 0.0821

Timing
  • Fin crit share: 0.964
  • RSZ-0062 raised after global routing: false
  • Final setup margin: 0.0766 ns
  • Fin Hold WS: 1.38 ns
  • Final setup viols: 0
  • Tmin final: 2.02 ns
  • Max Freq: 494 MHz
  • Slew HR: 0.836
  • Final hold violation count: 0
  • Max-slew violations: 0
  • Worst-Margin Slew: 0.243 ns

Global route
  • Gr usage total: 0.0139
  • Vias in the first global route: 158
  • Largest net degree at the start of global routing: 6
  • Grt total ovfl: 0
  • Initial antenna violation count: 0
  • First-pass GRT wire length: 759 µm

Min path
  • HP Class: input port to output pin
  • Worst hold start: a[3]
  • WHS Path Cells: 3
  • Hold EP: b[0]

Pwr
  • Pleak: 0.0968 nW
  • P_sw: 0.0151 mW
  • Int Power: 0.0183 mW
  • Switching portion of total power: 0.451
  • Final Power: 0.0334 mW
  • Logic gate share of total power: 1.000
  • Peak VDD IR: 0.0107 mV
  • Clock network power share: 0
  • Pwr Density: 119 mW/mm²
  • Sequential share of power: 0

Clock network
  • Cts hold-fix bufs: 0

Synth
  • Synth Warn #: 1
  • Yosys Chip Area: 85.1 µm²
  • Post-Syn Area: 85.1 µm²
  • Mean Syn Cell Area: 6.08 µm²
  • Post-synth seq share: 0
  • Yosys cell count: 14
  • Post-Synthesis Cells: 14
  • Netlist cell types: 10

Critical path
  • Worst Path Max Fanout: 2
  • Crit. End Element: output pin
  • Critical path required time: 1.68 ns
  • CP Launch Type: input port
  • Setup Crit Path Kind: input port to output pin
  • Crit path arrival time: 1.60 ns

Placed design
  • Dpl hpwl: 398 µm
  • Setup WS pre-CTS: -0.136 ns
  • I/O Buffers: 12
  • Gpl congestion: 0.772

Run
  • Max Cap Viol: 0
  • Log Warnings: 32
cell type report:
| class | count | area share |
|---|---|---|
| repair buffers | 13 | 0.424 |
| multi-input cells | 13 | 0.357 |
| well taps | 46 | 0.205 |
| inverters | 1 | 0.0134 |
per-stage QoR:
step,TNS (ns),instances,instance area (µm²)
floorplan,0,14,85.1
global placement,-0.422,73,270
detailed placement,-0.474,73,270
CTS,0,73,278
global route,0,73,280
finish,0,73,280
power groups by stage:
stage	logic [mW]	clock network (mW)	registers, mW
5_1_grt	0.0374	0	0
4_1_cts	0.0346	0	0
6_report	0.0334	0	0
kinds of logic after synthesis:
kind of cell / after synthesis / share of synthesized area
AOI/OAI and AO/OA: 5 / 0.441
buffers and inverters: 1 / 0.0441
and+or+nand+nor: 8 / 0.515
layer usage:
metal	track usage	vias to the layer above	wire, µm	share of wire
met5	0	-	0	0
met4	0	0	0	0
met3	0.00568	0	87	0.18
met2	0.0209	10	166	0.35
met1	0.0191	69	224	0.47
li1	-	82	-	-
repair_timing:
item                                    CTS  global route
gates resized                            12             1
buffers inserted                          0             0
endpoints found under the hold margin     0             0
endpoints found under the setup margin    4             1
synth_stat cells, drive strengths merged:
library cell | count | area (µm²)
o31ai | 1 | 7.51
nor2b | 1 | 6.26
a21oi | 2 | 10.0
nand3 | 1 | 5.00
nor2 | 4 | 15.0
nor3 | 1 | 5.00
inv | 1 | 3.75
o41a | 1 | 11.3
nor4 | 1 | 12.5
o41ai | 1 | 8.76
worst max-delay path, cell delays in order:
cell and delay (ns):
dlygate4sd2_1 0.25, buf_4 0.14, o41ai_2 0.27, clkdlybuf4s50_1 0.52
worst max-delay path by stage:
stage,start,to,slack (ns),cells past startpoint
6_report,a[1],b[2],0.08,4
4_1_cts,a[1],b[0],0.03,6
5_1_grt,a[1],b[2],0.05,4
No activity file was given, so power comes from the tool's default toggle rates.
