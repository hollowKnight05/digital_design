==> design.v <==
module full_adder(a,b,ci,s,co); 
input a,b,ci;
output s,co;
assign s = a^b^ci;
assign co = (a&b)|(b&ci)|(ci&a);
endmodule 
module fa_nbit(a,b,cin,s,cout);
	parameter WIDTH = 6;
	input [WIDTH-1:0] a,b;
	input cin;
	output [WIDTH-1:0] s;
	output cout;
	wire [WIDTH:0] n;  
	assign n[0] = cin;  
	assign cout = n[WIDTH];
	genvar i;  
	for(i=0 ; i < WIDTH ; i = i+1)begin
		full_adder fa(a[i],b[i],n[i],s[i],n[i+1]);
	end
endmodule
==> run.sh <==
#!/bin/bash
# OpenROAD 26Q1-2900-gdf79404cd8, Yosys 0.63+post, stock flow scripts
make -C /OpenROAD-flow-scripts/flow DESIGN_CONFIG=/design/flow/config.mk WORK_HOME=/design/flow/orfs finish
==> config.mk <==
export PLATFORM = sky130hd
export DESIGN_NAME = fa_nbit
export DESIGN_NICKNAME = fa_nbit
export VERILOG_FILES = /design/flow/design.v
export SDC_FILE = /design/flow/constraint.sdc
export NUM_CORES = 4
export LEC_CHECK = 1
export CORE_AREA = 10 10 70 70
export DIE_AREA = 0 0 80 80
==> constraint.sdc <==
current_design fa_nbit

set clk_period 4.4
set clk_io_pct 0.2

create_clock -name clk0 -period $clk_period

set non_clock_inputs [all_inputs -no_clocks]
set_input_delay [expr $clk_period * $clk_io_pct] -clock clk0 $non_clock_inputs
set_output_delay [expr $clk_period * $clk_io_pct] -clock clk0 [all_outputs]
==> metrics.yaml <==
logic_synthesis:
  syn_inst: 22
  yosys.area.top_type_share: 0.593
  yosys-stat-cells: 22
  area_leaders: "fa_1, buf_4, inv_1"
  synth_area_leader_cell: "fa_1"
  syn_area_per_cell_um2: 9.21
  synthDistinctLibCells: 3
  ys_area_um2: 203
  syn_area_um2: 203
  yosys_warnings: 0
  synth_seq_share: 0
route:
  dr.max_layer_used: "met3"
  via_count: 166
  drt_iter0_drc: 1
  viasPerCell: 2.02
  wl_met1_um: 252
  firstDrtPassIters: 2
  n_antenna_cell: 0
  wl_um: 615
  dr_wl_met2_um: 193
  met3_length_um: 169
  ant_nets: 0
  drc: 0
  routedWlPerCell_um: 7.50
clocking:
  postCtsSetupRepairBufs: 0
  cts-hold-fix-buffers: 0
final_timing:
  tns_ns: 0
  relSlewSlack: 0.926
  tightest_slew_ns: 0.110
  hold_viol_final: 0
  fin_crit_ns: 4.27
  timing.fmax_mhz: 234
  period_used_share: 0.970
  grt_setup_unrepaired: "no"
  maxSlewViolCount: 0
  setup_viol: 0
floorplan:
  io_pins: 20
  die-area_um2: 6400
  rows: 21
  fp_util: 0.0593
  coreArea_um2: 3420
  die_h_um: 80
  die_w_um: 80
min_path:
  holdCritPathClass: "in2out"
setup_path:
  crit_chain: "dlygate4sd2_1, inv_2, fa_2, inv_2, fa_2, fa_2, fa_2, fa_2, inv_2, fa_2, inv_2, buf_2"
  crit_required_ns: 3.52
  worstSetupPathType: "in2out"
  worst_path_max_delay_cell: "fa_2"
  arrival_ns: 3.39
  critPathBufInv: 6
  cp-start-kind: "input port"
  critPathMaxStageDelay_ns: 0.43
  cpLargestDelayFamily: "adder cells"
  crit_top_cell: "fa_2"
  cp-end-kind: "output pin"
  crit_fanout: 1
grt:
  grt_first_pass_wirelength_um: 986
  grt_max_degree: 2
  grtUsageTotal: 0.0196
  antenna_found_initial: 0
  grt_pass1_vias: 210
  overflow: 0
placed_design:
  dp_hpwl_um: 595
  place_area_um2: 415
  finalWeightedCongestion: 0.796
  io_buffers: 20
job:
  drv_cap: 0
  log.warning_count: 32
final_layout:
  regArea_um2: 0
  stdcell_area_um2: 422
  flops: 0
  fillers: 401
  clockBufferCount: 0
  area_delta_synth_final_pct: 108
  drive_above_1_share: 0.361
pwr:
  power_density_nw_per_um2: 108
  irDropWorstVdd_uv: 33.2
  p_leak_nw: 0.169
  total_power_mw: 0.0455
status:
  outcome: "finished clean"
==> layout by cell type, fill, tap and decap left out, drive strengths merged <==
cell           Yosys  layout
clkdlybuf4s50      0      14
clkdlybuf4s15      0       2
inv               10      10
fa                 6       6
dlygate4sd2        0       3
buf                6       1
==> layer usage <==
metal  track usage  vias to the layer above
li1              -                       78
met1        0.0263                       70
met2        0.0265                       18
met3        0.0136                        0
met4             0                        0
met5             0                        -
==> logic make-up after synthesis <==
family,Yosys count,synth area share
buffers and inverters,16,0.407
adder cells (fa/ha/maj),6,0.593
==> final timing paths <==
path	from	to	slack [ns]	cells past startpoint
worst max-delay path	b[0]	s[5]	0.13	12
worst min-delay path	b[5]	s[5]	2.54	5
==> synth_stat cells, drive strengths merged <==
cell type and count:
buf 6, fa 6, inv 10
==> tightest hold or removal path, cell delays in order <==
cell and delay, ns:
clkdlybuf4s50_1 0.39, inv_1 0.07, fa_2 0.20, inv_2 0.03, buf_2 0.10
==> stage by stage <==
step / hold WS [ns] / util / instances / worst slack (ns)
after floorplan: 1.98 / - / 22 / 0.304
after global placement: 2.80 / 0.122 / 82 / -0.571
after detailed placement: 2.81 / 0.122 / 82 / -0.597
after CTS: 2.55 / 0.123 / 82 / 0.0143
after global routing: 2.59 / 0.123 / 82 / 0.00418
final: 2.54 / 0.123 / 82 / 0.133
==> where the power goes <==
| part | switching (mW) | internal [mW] | leakage, nW |
|---|---|---|---|
| sequential | 0 | 0 | 0 |
| clock | 0 | 0 | 0 |
| combinational | 0.0142 | 0.0313 | 0.169 |
| total | 0.0142 | 0.0313 | 0.169 |
==> cell type report <==
cell class	count	area [um^2]	area share
multi-input cells	6	135	0.320
well taps	46	57.6	0.136
inverters	10	37.5	0.0890
repair buffers	20	191	0.454
==> what timing repair did <==
item / 4_1_cts / 5_1_grt
gates resized: 22 / 0
pin swaps: 6 / 3
setup endpoints to repair: 3 / 1
Power and IR drop assume default switching activity.
